### ./design.v
`timescale 1ns / 1ps
module bitcreator(
    input clk, 
    input [71:0] colordata, 
    output logic cled
    );
logic [5:0] cyc;                             
logic [4:0] cnt;                             
logic [5:0] coloraddr ;      
logic zerobit;
logic onebit;
always @(posedge clk) 
   begin
   cyc <= (cyc<(32-1)) ? cyc+1 : 0;
   zerobit <= (cyc > 1) & (cyc <= 16);
   onebit <= (cyc > 1) & (cyc <= 22);
   if (cyc == (32-1))            
        begin 
        cnt <= (cnt < 23) ? cnt+1 : 0;   
        if (cnt == 23) coloraddr <= (coloraddr < 19) ? coloraddr+1 : 0;
        end
   if (coloraddr < 16) cled <= 0;           
   else cled <= (colordata[((coloraddr-16)*24)+cnt]) ? onebit : zerobit;  
  end
endmodule
`timescale 1ns / 1ps 
module T_light( 
input clk,
output provod 
);  
logic [71:0]bit_array;
logic [1:0]state;  
logic [1:0]next_state;  
wire timer_one_second;
logic timer_one_second_reset;
timer one_second(.clock(clk), .reset(timer_one_second_reset), .finish(timer_one_second));
bitcreator bitcreator(.clk(clk), .colordata(bit_array), .cled(provod));
parameter state_green = 2'b00;
parameter state_yellow1 = 2'b01;
parameter state_red = 2'b10;
parameter state_yellow2 = 2'b11;
always @(posedge clk)
begin
        timer_one_second_reset = 0;
        next_state = state;
        case (state)
            0:
               begin
                   if(timer_one_second)
                   begin
                         timer_one_second_reset = 1;
                         next_state = state_yellow1;
                         bit_array <= {24'h000000, 24'h00ffff, 24'h000000};
                   end
               end
               1:
               begin
                   if(timer_one_second)
                   begin
                       timer_one_second_reset = 1;
                       next_state = state_red;
                       bit_array <= {24'h00ff00, 24'h000000, 24'h000000};
                   end
              end
               2:
               begin
                   if(timer_one_second)
                   begin
                       timer_one_second_reset = 1;
                       next_state = state_yellow2;
                       bit_array <= {24'h00ff00, 24'h00ffff, 24'h000000};
                   end
               end
               3:
               begin
                   if(timer_one_second)
                   begin
                       timer_one_second_reset = 1;
                       next_state = state_green;
                       bit_array <= {24'h000000, 24'h000000, 24'h0000ff};
                    end
                end
        endcase
        end
always @(posedge clk)
    state <= next_state;
endmodule
module timer 
#(parameter delay_bit = 23) 
( 
input clock, 
input reset, 
output finish 
); 
reg [delay_bit:0] counter; 
always @(posedge clock, posedge reset) 
begin 
if (reset) 
counter <= 0; 
else if (!counter[delay_bit]) 
counter <= counter + 1; 
end 
assign finish = counter [delay_bit]; 
endmodule
### ./run.sh
#!/bin/bash
# OpenROAD 26Q1-2900-gdf79404cd8, Yosys 0.63+post, stock flow scripts
make -C /OpenROAD-flow-scripts/flow DESIGN_CONFIG=/design/flow/config.mk WORK_HOME=/design/flow/orfs finish
### ./config.mk
export PLATFORM = sky130hd
export DESIGN_NAME = T_light
export DESIGN_NICKNAME = T_light
export VERILOG_FILES = /design/flow/design.v
export SDC_FILE = /design/flow/constraint.sdc
export NUM_CORES = 4
export LEC_CHECK = 1
export CORE_UTILIZATION = 50
export SYNTH_HDL_FRONTEND = slang
### ./constraint.sdc
current_design T_light

set clk_period 1.0
set clk_io_pct 0.2

create_clock -name clk0 -period $clk_period [get_ports {clk}]

set non_clock_inputs [all_inputs -no_clocks]
set_input_delay [expr $clk_period * $clk_io_pct] -clock clk0 $non_clock_inputs
set_output_delay [expr $clk_period * $clk_io_pct] -clock clk0 [all_outputs]
==> run summary <==
yosys + openroad results -> area after detailed placement 0.00328 mm², vias in the first global route 1844, final worst hold slack 0.246 ns, RSZ-0062 raised after global routing yes, Post-Synthesis Cell Area 0.00252 mm², fmax 479 MHz, worst IR drop on VDD 0.00102 V, ys flop type dfrtp_1, required time of the worst setup path 1.24 ns, total of buffers placed on input and output ports 1, yosys cell count 221, number of sinks on the clock net 52, total number of warnings across the stage logs 39, sequential element share of the synthesized area 51.7%, chip area 0.00532 mm², signed area change from the synthesized netlist to the final layout 53.9%, number of buffers added by the clock tree synthesis step 5, Setup CP Type register to register, number of search-and-repair iterations in the first detailed-routing pass 4, number of warnings issued by yosys 0, routability congestion estimate 0.862, die extent in y 72.9 µm, # H-tree levels 2, total inserted antenna cells 0, worst slew margin relative to its limit 76.3%, transition at the pin with the smallest max-transition slack 0.353 ns, Routed Wire Length 5.07 mm, maximum number of buffers from clock root to sink 2, detailed-route DRC error count 0, cell area power density 887 mW/mm², final cycle utilization of the critical path 209%, Clock Power Share 37.5%, DR iter-0 viols 77, leftover overflow at the end of global routing 0, post-layout util 80.9%, initial antenna violation count 0, kind of end point of the critical path register, cell row count 25, post-cts hold-fix buffer tally 0, number of distinct library cells after synthesis 39, count of vias placed by the detailed router 1890, maximum number of pins on one net before global-route repair 25, share of final-layout standard cells stronger than drive strength 1 55.3%, combinational share of power 0%, core outline area 0.00479 mm², clock latency on the worst-skew pair 0.30 ns, portion of synthesized cell area occupied by the leading cell type 23.9%, vias per inst 5.03, wire length of the first global-routing pass 8.05 mm, # setup viols final 59, sw frac 19.0%, post-synthesis chip area from yosys 0.00252 mm², pre-CTS setup slack -1.10 ns, number of top-level pins 2, routed wirelength normalized by instance count 13.5 µm, setup slack of the worst register-to-register path -1.09 ns, Clk Tree Root Cell clkbuf_8, Synth area leaders dfrtp_1, edfxtp_1, dfxtp_1, Post-DP HPWL 3.29 mm, tally of nets with antenna violations remaining after routing 0, overall power consumption 3.43 mW, share of async-settable or async-resettable flops after synthesis 46.2%, Final min period 2.09 ns, worst clock skew 0.00635 ns, max-cap viol count 0, Mapped Cells 221, worst hold path type register to async pin, cell type with the largest total area after synthesis dfrtp_1, # placed instances 347, Die W 72.9 µm, NetSw 0.654 mW, clock transition at the registers of the reported paths 0.09 ns, number of cells in the finished layout apart from fillers 376, average cell area after synthesis 11.4 µm², Starting Density 52.6%, number of max-slew violations in the final report 0, Hold Fails Final Rpt 0, smallest setup slack after layout -1.09 ns, internal cell power 2.78 mW, result of the run finished with violations, maximum fanout along the worst path 4, number of synthesized register bits 52, nature of the critical path startpoint register, final total negative setup slack -17.30 ns, crit path DAT 2.33 ns, final cell area excluding filler cells 0.00387 mm², CTS tree built, violated checks setup timing, leakage power 1.77 nW, sequential fraction of design power 62.5%, overall track demand over capacity in global routing 20.6%, number of flops mapped to enable cells by yosys 14
==> state kept, by name, indices dropped and copies added, names as in the netlist, 2 cells and up <==
register,cells
one_second.counter,24
bitcreator.coloraddr,6
bitcreator.cyc,6
bitcreator.cnt,5
bit_array,3
next_state,2
state,2
==> worst paths after layout <==
check	from	depth (start not counted)	endpoint
max	bitcreator.coloraddr[0]	6	bitcreator.cled
min	timer_one_second_reset	2	one_second.counter[10]
max reg2reg	bitcreator.coloraddr[0]	6	bitcreator.cled
min reg2reg	timer_one_second_reset	2	one_second.counter[10]
max in group asynchronous	timer_one_second_reset	2	one_second.counter[0]
min in group clk0	next_state[0]	0	state[0]
==> cell usage after synthesis, types with 2 or more instances <==
cell type / number
nand4_1: 5
and4b_1: 2
o21bai_1: 4
nand2_1: 17
a21o_1: 3
inv_1: 13
fa_1: 2
nand4_2: 2
nor3_1: 2
ha_1: 17
nor2_1: 24
nand2b_1: 3
xor2_1: 8
dfrtp_1: 24
nor4_4: 2
or2_2: 2
and2_1: 2
nand3b_1: 3
and3_1: 2
nand3_1: 7
edfxtp_1: 14
dfxtp_1: 14
nor2b_1: 2
xnor2_1: 24
o21ai_0: 3
a21oi_1: 5
nor4_1: 2
and4_1: 2
==> repair_timing <==
item	4_1_cts	5_1_grt
gates resized	49	42
buffers inserted	14	14
gates cloned	0	0
pin swaps	29	29
setup endpoints to repair	58	60
==> kinds of logic (layout without fill, tap and decap cells) <==
| kind of cell | after synthesis | in the layout | share of synthesized area, % |
|---|---|---|---|
| muxes | 2 | 2 | 0.845 |
| and+or+nand+nor | 81 | 81 | 18.3 |
| AOI/OAI and AO/OA | 21 | 21 | 5.72 |
| DFF | 52 | 52 | 51.7 |
| xor gates and xnor gates | 32 | 32 | 11.1 |
| buffers and inverters | 14 | 102 | 2.24 |
| adders and majority gates | 19 | 19 | 10.0 |
==> power groups by stage <==
| stage | registers (mW) | clock network, mW | logic [mW] |
|---|---|---|---|
| CTS | 2.15 | 1.31 | 0.00000100 |
| finish | 2.15 | 1.29 | 0.00000111 |
| global route | 2.15 | 1.40 | 0.00000111 |
==> per-layer routing <==
metal / wire (µm) / global-route usage [%] / vias to the layer above
li1: - / - / 938
met5: 0 / 0 / -
met2: 2290 / 30.9 / 17
met3: 125 / 2.94 / 7
met1: 2580 / 35.5 / 928
met4: 70 / 2.18 / 0
==> placed cells by master (no fill, tap or decap), types with 3 or more instances in the layout <==
cell type,netlist,layout
inv_1,13,6
edfxtp_1,14,14
nand2_1,17,9
ha_4,0,8
nand3_2,0,3
clkbuf_8,0,7
xnor2_1,24,20
nor2_1,24,10
xnor2_2,0,4
nand3b_1,3,3
dfrtp_1,24,22
nand4_1,5,5
nand2_4,0,3
nand2b_4,0,3
nor2_4,0,8
buf_6,0,23
xor2_1,8,8
dfxtp_4,0,5
o21bai_1,4,3
nand2_2,0,5
nor4_4,2,4
nor2_2,0,6
ha_2,0,5
ha_1,17,4
a21oi_1,5,5
inv_4,0,4
dfxtp_1,14,7
buf_4,1,57
==> worst max-delay path: stages, from the launching register on <==
cell and delay (ns):
edfxtp_1 0.45, ha_4 0.32, inv_4 0.03, fa_2 0.54
and4b_1 0.20, o32ai_2 0.28, mux2i_1 0.21
==> area by class of cell <==
type	instances	area, µm²
Multi-Input combinational cell	155	1610
Inverter	13	63.8
Tap cell	67	83.8
Sequential cell	52	1330
Clock buffer	8	100
Timing Repair Buffer	81	692
Fill cell	259	915
Power is estimated from default activity; no workload was simulated.
